$ cat ./config.mk
export PLATFORM = sky130hd
export DESIGN_NAME = Fast_to_slow_clock
export DESIGN_NICKNAME = Fast_to_slow_clock
export VERILOG_FILES = /design/flow/design.v
export SDC_FILE = /design/flow/constraint.sdc
export NUM_CORES = 4
export LEC_CHECK = 1
export CORE_UTILIZATION = 30
$ cat ./constraint.sdc
current_design Fast_to_slow_clock

set clk_period 2.2
set clk_io_pct 0.2

create_clock -name clk0 -period $clk_period [get_ports {clk_fast}]
create_clock -name clk1 -period $clk_period [get_ports {clk_slow}]

set non_clock_inputs [all_inputs -no_clocks]
set_input_delay [expr $clk_period * $clk_io_pct] -clock clk0 $non_clock_inputs
set_output_delay [expr $clk_period * $clk_io_pct] -clock clk0 [all_outputs]
$ cat ./design.v
module Fast_to_slow_clock(data_in, clk_fast, clk_slow, reset, data_out);
    input clk_fast, clk_slow, reset;
    input [11:0] data_in;
    output [11:0] data_out;
    logic en, en1_out;
    logic [11:0] r1_out, r3_out;
    Register En1 (.D(clk_slow), .Q(en1_out), .reset(reset), .clk(~clk_fast));
    Register En2 (.D(en1_out), .Q(en), .reset(reset), .clk(~clk_fast));
    Register Reg1 ( .D(data_in), .Q(r1_out), .reset(reset), .clk(clk_fast) );
    DFF_Enable Reg3 ( .D(r1_out), .Q(r3_out), .reset(reset), .clk(clk_fast), .enable(en) );
    Register Reg2 ( .D(r3_out), .Q(data_out), .reset(reset), .clk(clk_slow) );
endmodule
module Register(D, Q, reset, clk);
    input clk, reset;
    input [11:0] D;
    output [11:0] Q;
    always @(posedge clk, posedge reset) begin
        if (reset)
            Q <= 0;
        else
            Q <= D;
    end
endmodule
module DFF_Enable(clk, reset, enable, D, Q);
    input clk, reset, enable;
    input [11:0] D;
    output [11:0] Q;
    always @(posedge clk, posedge reset) begin
        if (reset)
            Q <= 0;
        else if (enable)
            Q <= D;
    end
endmodule
$ cat ./run.sh
#!/bin/bash
# OpenROAD 26Q1-2900-gdf79404cd8, Yosys 0.63+post, stock flow scripts
make -C /OpenROAD-flow-scripts/flow DESIGN_CONFIG=/design/flow/config.mk WORK_HOME=/design/flow/orfs finish
==> out/metrics.cfg <==
[outcome]
outcome=complete, no violations

[setup_path]
worstPathRequired_ps=2350
path_cells=buf_4 > mux2_4
critical_path_buf_inv_count=1
criticalPathCategory=register to register
slowest_stage=dfrtn_1
start_kind=register
crit_cells=2
critPathMaxFanout=6
crit_arrival_ps=2310
rrSetupSlack_ps=40
cp_slowest_stage_delay_ps=440
cp_top_family=flip-flops
ff2ff_path_depth=2
endpoint_kind=register

[hold_path]
hold-path-cell-count=2
min_path_type=clock port to register

[logic_synthesis]
synth_top_area_share_pct=79.12
yosysCellCount=52
synth.distinct_cells=6
ys_top_cells_by_area=dfrtp_1 (79%), mux2_4 (13%), dfrtn_1 (4.4%), mux2_2 (2.0%), buf_6 (0.99%)
synthCells=52
syn_area_per_cell_sq_um=21.90
syn-cell-area_sq_um=1139
yosys.stat.seqShare_pct=83.52
synth-area-yosys_sq_um=1139
ys_warn_count=10
ys.flops=38
yosys.area.top_type=dfrtp_1

[clock_tree]
cts_setup_buffers=0
path_clk_slew_ps=70
holdBufCountCts=0
cts_repair_resize_count=0
cts_tree=done

[run]
warning_count=26
max-cap-violations=0

[layout]
area_growth_pct=41.65
layout-drive-gt1-share_pct=29.67
final.fill_count=312

[pwr]
ir_drop_mv=0.5818
p_leak_nw=0.7239
powerDensity_nw_per_um2=1372
total_power_mw=2.213

[detailed_routing]
drt_iter0_drc=13
drt_pass1_iterations=2
wl_met2_um=660
drc_errors=0
viasPerCell=3.806
antenna_left=0
vias=529
wl_um=1559
dr_wl_met3_um=93
wl_met1_um=733
wire_per_inst_um=11.22
antenna-diode-count=0
top_layer=met4

[placed_design]
dp_hpwl_um=1054
gp_congestion=0.6797
port_buffers=25

[sta]
fin_tns_setup_ps=0
final_max_slew_viol_count=0
finClkSkew_ps=13.78
tightest_slew_ps=371.7
hold_viol_final=0
fin_hold_ws_ps=20.59
grt_setup_unrepaired=no
relSlewSlack_pct=75.22
setup_viol=0

[floorplan]
die_h_um=63.61
chipArea_sq_um=4046
fp.dieW_um=63.61
coreArea_sq_um=3661
io_pins=27
fp-utilization_pct=31.10
rows=22

[global_route]
grt-ovfl-total=0
grt_pass1_vias=572
grt_pass1_wl_um=2656
grt_max_degree=32
antenna_found_initial=0
track_usage_pct=9.080

[worst paths after layout]
| check | from | endpoint |
|---|---|---|
| worst max-delay path | En2.Q[0] | Reg3.Q[1] |
| max in group clk1 | Reg3.Q[2] | Reg2.Q[2] |
| max in group asynchronous | reset | En2.Q[0] |
| min in group asynchronous | reset | Reg2.Q[2] |
| worst max register to register | En2.Q[0] | Reg3.Q[1] |
| min in group clk1 | Reg3.Q[9] | Reg2.Q[9] |
| worst min-delay path | clk_slow | En1.Q[0] |
| worst min register to register | En1.Q[0] | En2.Q[0] |
[synthesized netlist by cell type]
library cell,count
mux2_2,2
inv_1,1
buf_6,1
dfrtn_1,2
mux2_4,10
dfrtp_1,36
[power by group]
| part | switching, mW | internal (mW) | leakage [nW] |
|---|---|---|---|
| Sequential | 0.102 | 0.954 | 0.444 |
| Combinational | 0.105 | 0.409 | 0.207 |
| Clock | 0.239 | 0.403 | 0.0731 |
| Total | 0.446 | 1.77 | 0.724 |
[per-layer routing]
metal  up-vias  GRT usage (%)
met4         0          3.693
li1        245              -
met5         -              0
met2        22          11.70
met1       256          13.38
met3         6          4.412
[kinds of logic after synthesis]
kind of cell | count (synthesis) | synth area share, %
buf+inv | 2 | 1.318
flops | 38 | 83.52
mux | 12 | 15.16
[state kept, by name, indices dropped and copies added (netlist names)]
signal and flops:
Reg1.Q 12, En1.Q 1, Reg2.Q 12, Reg3.Q 12, En2.Q 1
[stage by stage]
| stage | setup slack, ps | cell area [sq um] | utilization, % | cells |
|---|---|---|---|---|
| final | 39.57 | 1613 | 44.05 | 139 |
| after global routing | 16.24 | 1613 | 44.05 | 139 |
| after CTS | 35.17 | 1613 | 44.05 | 139 |
| after detailed placement | 47.24 | 1471 | 40.19 | 128 |
| after global placement | 94.79 | 1471 | 40.19 | 128 |
| after floorplan | 76.41 | 1142 | - | 52 |
[placed cells by master, fill, tap and decap left out]
cell type and instances:
dfrtp_1 36, clkdlybuf4s50_1 25, mux2_4 10, clkbuf_8 10, buf_4 4, dfrtn_1 2
mux2_2 2, clkinvlp_4 1, clkbuf_1 1
[worst reg2reg max path, stage by stage (launching register included)]
cell	delay, ps
dfrtn_1	440
buf_4	190
mux2_4	300
[final cells by class]
class	instances	area [sq um]	share of cell area, %
Multi-Input combinational cell	12	172.7	10.71
Inverter	1	7.507	0.4655
Timing Repair Buffer	29	280.3	17.38
Tap cell	48	60.06	3.724
Clock buffer	11	141.4	8.766
Sequential cell	38	950.9	58.96
Power is estimated from default activity; no workload was simulated.
